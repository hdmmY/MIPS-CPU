==> flow/design.v <==
`timescale 1ns/1ps
module regfile
#(parameter DATA_WIDTH = 32,V0 = 2, A0 = 4)
(
	input clk,
	input rst,
	input we,
	input [4:0] raddrA,
	input [4:0] raddrB,
	input [4:0] waddr,
	input [DATA_WIDTH -1:0] wdata,
	output [DATA_WIDTH -1:0] regA,
	output [DATA_WIDTH -1:0] regB,
	output [DATA_WIDTH -1:0] v0_data,
	output [DATA_WIDTH -1:0] a0_data
);
	reg [5:0] i;
	reg [DATA_WIDTH -1:0] regfile1 [0:31];
	initial begin
		for (i = 0; i < 32; i = i + 1) begin
			regfile1[i] = {DATA_WIDTH{1'b0}};
		end
	end
	always@(posedge clk) begin
		if(rst) begin
			for(i = 0; i < 32;i = i + 1)
				begin
					regfile1[i] = 0;
				end
		end else if(we && waddr != 0) begin
			regfile1[waddr] <= wdata;
		end
	end
	assign regA = regfile1[raddrA];
	assign regB = regfile1[raddrB];
	assign v0_data = 1;
	assign a0_data = 1;
endmodule  
==> flow/run.sh <==
#!/bin/bash
# OpenROAD 26Q1-2900-gdf79404cd8, Yosys 0.63+post, stock flow scripts
make -C /OpenROAD-flow-scripts/flow DESIGN_CONFIG=/design/flow/config.mk WORK_HOME=/design/flow/orfs finish
==> flow/config.mk <==
export PLATFORM = sky130hd
export DESIGN_NAME = regfile
export DESIGN_NICKNAME = regfile
export VERILOG_FILES = /design/flow/design.v
export SDC_FILE = /design/flow/constraint.sdc
export NUM_CORES = 4
export LEC_CHECK = 1
export CORE_UTILIZATION = 40
==> flow/constraint.sdc <==
current_design regfile

set clk_period 26.3
set clk_io_pct 0.2

create_clock -name clk0 -period $clk_period [get_ports {clk}]

set non_clock_inputs [all_inputs -no_clocks]
set_input_delay [expr $clk_period * $clk_io_pct] -clock clk0 $non_clock_inputs
set_output_delay [expr $clk_period * $clk_io_pct] -clock clk0 [all_outputs]
==> impl_metrics.tcl <==
# implementation run metrics
set metrics [dict create \
    status "finished clean" \
    dpl_worst_slack_ns 11.62 \
    setup_viol 0 \
    p_per_area_nw_per_um2 63.1 \
    vdd_drop_max_uv 57.1 \
    avgSynthCellArea_um2 12.1 \
    pwr-share-comb 0.120 \
    top_regs "regfile1 (1024)" \
    clockBufferDepth 3 \
    crit_path_start_kind "primary input" \
    cts_resized 0 \
    vias 38300 \
    aoi_share 0.0695 \
    postSynthSeqShare 0.545 \
    edf_count 1024 \
    arrival_ns 9.48 \
    synth-main-ff-cell "edfxtp_1" \
    core_area_um2 140000 \
    cts_setup_buffers 0 \
    grt_usage 0.298 \
    path_clk_slew_ns 0.06 \
    cp_data_required_time_ns 21.04 \
    area.growth.synth_to_final_pct 10.9 \
    antenna_found_initial 7 \
    cap_violations 0 \
    portBuffers 113 \
    fin_ws_ns 11.56 \
    firstDrtPassIters 6 \
    grt_pass1_vias 39100 \
    warnings 26 \
    holdPathStages 2 \
    min_period_over_period 0.561 \
    critPathCaptureType "primary output" \
    yosys_area_um2 56400 \
    synthAdderAreaFrac 0 \
    syn_inst 4670 \
    yosys_warnings 1 \
    path_class "in -> out" \
    grt_pass1_wl_um 281000 \
    hold_class "in -> reg" \
    worst_pin_slew_ns 1.11 \
    ys.flops 1024 \
    die_h_um 378 \
    whs_endpoint "regfile1[0][0]" \
    swShare 0.255 \
    simple_gate_area_frac 0.156 \
    synth-async-reset-ratio 0 \
    grt_start_max_net_pins 87 \
    wl_per_cell_um 30.1 \
    syn_area_um2 56400 \
    p_seq_frac 0.488 \
    rsz0062_at_grt "no" \
    die_w_um 378 \
    vias_per_cell 5.79 \
    ant_nets 0 \
    htreeDepth 3 \
    top_logic_kind "multiplexers" \
    routed_wl_um 199000 \
    drt_iter0_markers 2521 \
    die-area_um2 143000 \
    gp_congestion 0.907 \
    hold_viol_final 0 \
    finalSetupTns_ns 0 \
    top_register "regfile1" \
    postCtsHoldBufs 0 \
    rows 137 \
    slew_violations 0 \
    clock_sinks 1024 \
    largest_reg_flops 1024 \
    ios 178 \
    p_int_mw 2.94 \
    slew_headroom 0.257 \
    switching_power_mw 1.01 \
    drive_gt1_frac 0.0846 \
    gr-total-overflow 0 \
    synth_cell_types 29 \
    drc 0 \
    cts-buffers-inserted 111 \
    ys_cells 4670 \
    place_hpwl_um 111000 \
    pwr-share-clk 0.391 \
    hold_start "rst" \
    xor_share 0 \
    fmax_mhz 67.8 \
    path_max_fanout 38 \
    period_minus_slack_ns 14.74 \
    power_mw 3.95 \
    cts_tree "yes" \
    ys_sh_mux 0.182 \
    leakagePower_nw 24.3 \
    cts_root_buffer "clkbuf_16" \
    fp_util 0.404 \
]
cell type report:
type                    count  area (um^2)
well taps                1876         2350
repair buffers            278         2410
multi-input cells        3230        23600
clock buffers             137         2920
fillers                 12300        77100
flip-flops and latches   1024        30700
clock inverters            61          582
diodes                     17         42.5
cell usage in the layout (no fill, tap or decap), types with 2 or more instances in the layout:
| cell type | n |
|---|---|
| buf_4 | 162 |
| buf_12 | 3 |
| nand2b_2 | 4 |
| or3_1 | 2 |
| edfxtp_1 | 1024 |
| nor2b_4 | 4 |
| clkinv_8 | 2 |
| clkbuf_16 | 113 |
| nor2_1 | 2 |
| or3b_4 | 2 |
| bufinv_16 | 11 |
| a22o_1 | 128 |
| and2_4 | 2 |
| diode_2 | 17 |
| clkinv_1 | 24 |
| clkinvlp_4 | 2 |
| nand2_1 | 194 |
| a31oi_1 | 64 |
| nand2_2 | 2 |
| conb_1 | 96 |
| or2_2 | 33 |
| clkdlybuf4s50_1 | 110 |
| and2_1 | 992 |
| nand3_1 | 193 |
| nor2_4 | 33 |
| a21oi_1 | 192 |
| buf_8 | 2 |
| a22oi_1 | 192 |
| clkinv_2 | 21 |
| clkbuf_1 | 24 |
| nand3b_1 | 3 |
| nor3_1 | 64 |
| mux2i_1 | 1024 |
synthesized netlist by cell type (3+ instances only):
master | number | area, um^2
edfxtp_1 | 1024 | 30700
mux2i_1 | 1024 | 10200
and2_1 | 994 | 6220
clkbuf_1 | 215 | 807
nand2_1 | 196 | 736
nand3_1 | 193 | 966
a21oi_1 | 192 | 961
a22oi_1 | 192 | 1440
buf_4 | 130 | 976
a22o_1 | 128 | 1120
buf_2 | 111 | 556
a31oi_1 | 64 | 400
nor3_1 | 64 | 320
or2_2 | 33 | 206
buf_1 | 20 | 75.1
buf_6 | 17 | 191
nor2_1 | 16 | 60.1
nor2_2 | 12 | 75.1
clkbuf_2 | 11 | 55.1
nor2_4 | 7 | 78.8
clkbuf_4 | 6 | 45.0
nand2b_1 | 5 | 31.3
nor2b_1 | 5 | 31.3
nand3b_1 | 3 | 22.5
kinds of logic after synthesis:
| family | after synthesis |
|---|---|
| mux | 1024 |
| compound gates | 576 |
| flops | 1024 |
| other cells | 2 |
| simple gates | 1534 |
| buf+inv | 510 |
critical path, stage by stage:
cell             delay (ns)
clkdlybuf4s50_1        0.61
nor2b_4                0.18
buf_4                  0.51
buf_4                  0.68
buf_4                  0.60
a22o_1                 0.21
nor3_1                 0.09
a31oi_1                0.54
nand3_1                0.26
clkdlybuf4s50_1        0.48
how the worst max path moves through the flow:
stage         cells past startpoint  endpoint  startpoint  slack, ns
finish                           10  regA[12]   raddrA[0]      11.56
CTS                              10  regB[16]   raddrB[2]      11.62
global route                     10  regA[23]   raddrA[1]      11.50
metrics by stage:
step           utilization  instance area (um^2)  hold slack (ns)  std cells
2_1_floorplan            -                 56800             5.46       4764
3_3_place_gp         0.423                 59100             5.88       6408
3_5_place_dp         0.423                 59100             5.88       6408
4_1_cts              0.448                 62600             5.11       6606
5_1_grt              0.448                 62600             5.16       6610
6_report             0.448                 62600             5.16       6623
power by group through the flow:
| stage | Sequential [mW] | Combinational, mW | Clock [mW] |
|---|---|---|---|
| 4_1_cts | 1.93 | 0.469 | 1.56 |
| 5_1_grt | 1.94 | 0.502 | 1.62 |
| 6_report | 1.93 | 0.475 | 1.55 |
per-layer routing:
metal	global-route usage	vias up	share of wire	wire [um]
met5	0.0185	-	0.0023	455
li1	-	16900	-	-
met3	0.203	423	0.16	32000
met4	0.0897	12	0.034	6870
met1	0.378	18600	0.37	73200
met2	0.419	2416	0.44	86700
No activity file was given, so power comes from the tool's default toggle rates.
